--- design/flow/design.v ---
module ALU(
    input [2:0] opcode,       
    input [N-1:0] op_a,       
    input [N-1:0] op_b,       
    output reg [N-1:0] result     
);
parameter N = 32;   
always @* begin
    case(opcode)
        3'd0:  result = op_a + op_b;       
        3'd1: result = op_a < op_b;       
        3'd2:   result = op_a == op_b;      
        3'd3:   result = op_a | op_b;       
        3'd4:  result = op_a & op_b;       
        3'd5:  result = ~op_a;             
        default: result = 0;               
    endcase
end
endmodule
--- design/flow/run.sh ---
#!/bin/bash
# OpenROAD 26Q1-2900-gdf79404cd8, Yosys 0.63+post, stock flow scripts
make -C /OpenROAD-flow-scripts/flow DESIGN_CONFIG=/design/flow/config.mk WORK_HOME=/design/flow/orfs finish
--- design/flow/config.mk ---
export PLATFORM = sky130hd
export DESIGN_NAME = ALU
export DESIGN_NICKNAME = ALU
export VERILOG_FILES = /design/flow/design.v
export SDC_FILE = /design/flow/constraint.sdc
export NUM_CORES = 4
export LEC_CHECK = 1
export CORE_UTILIZATION = 30
--- design/flow/constraint.sdc ---
current_design ALU

set clk_period 15.5
set clk_io_pct 0.2

create_clock -name clk0 -period $clk_period

set non_clock_inputs [all_inputs -no_clocks]
set_input_delay [expr $clk_period * $clk_io_pct] -clock clk0 $non_clock_inputs
set_output_delay [expr $clk_period * $clk_io_pct] -clock clk0 [all_outputs]
==> results.yml <==
# physical design summary
global_route:
  gr-total-overflow: 0
  grt_pass1_vias: 3995
  grt_max_degree: 43
  grt_usage_pct: 18.1
  grt_antenna_before_repair: 0
  grt_pass1_wl_mm: 20.5
logic_synthesis:
  synth_top_cell_by_area: "ha_1"
  avgSynthCellArea_um2: 7.02
  syn_inst: 577
  yosys_warnings: 1
  top_area_share_pct: 29.7
  synthDistinctLibCells: 57
  ys_area_um2: 4050
  ys_seq_share_pct: 0
  syn_area_um2: 4050
  synth.area.top_cells: "ha_1 30%, inv_1 7.6%, a21oi_1 6.2%, nand2_1 5.3%, mux2i_1 4.7%"
  yosys_cells: 577
sta:
  slew_headroom_pct: 60.2
  rsz0062_at_grt: "false"
  fin_tns_setup_ps: 0
  worst_pin_slew_ps: 598
  min_period_ps: 9430
  max_freq_ghz: 0.106
  fin_ws_ps: 6070
  hold_violations: 0
  setup_viol: 0
  final-max-slew-violation-count: 0
  fin_crit_sh_pct: 60.8
  holdWs_ps: 7330
clock_network:
  post_cts_buffers: 0
  cts_hold_buf: 0
  cts_resized: 0
die:
  pin_count: 99
  die_h_um: 118
  core_um2: 13200
  initial_core_util_pct: 30.7
  die_x_um: 118
  num_rows: 42
  die-area_um2: 14000
cells_and_area:
  area_growth_syn_to_layout_pct: 28.0
  final_area_um2: 5180
  mi_logic_area_um2: 3630
  num-fill-cells: 1343
  flop_area_um2: 0
  stdcell_count: 829
  nClkBuffers: 0
  drive_gt1_share_pct: 4.90
  seq_cells: 0
power:
  ir_drop_v: 0.0000118
  powerDensity_nw_per_um2: 32.5
  leakage_uw: 0.00239
route:
  vias: 4261
  antenna_left: 0
  highest_layer: "met4"
  wl_met2_mm: 5.47
  wirelength_mm: 12.8
  wl_met1_mm: 6.74
  first_pass_iters: 5
  num_antenna_cells: 0
  wl_per_cell_um: 15.4
  route.detailed.drc: 0
  drt_iter0_drc: 238
  via_per_inst: 5.14
  wl_met3_um: 527
placed_design:
  place_ws_ps: 6090
  gp_congestion: 0.937
  placedCellCount: 829
  dpl_cell_area_um2: 5180
  dp_hpwl_mm: 10.5
  io_buffers: 99
status:
  outcome: "completed"
critical_path:
  critPathKind: "in2out"
  cp-start-kind: "input pin"
  worst_setup_path_end_kind: "output port"
  cp_data_required_time_ps: 12400
  crit_path_max_fanout: 4
  worstPathArrival_ps: 6330
run:
  drv_cap: 0
  log.warning_count: 96
min_path:
  min_path_type: "in2out"
## per-layer routing
layer | track usage, % | vias up
li1 | - | 2198
met1 | 29.6 | 1946
met5 | 0 | -
met4 | 0.641 | 0
met2 | 27.5 | 113
met3 | 0.640 | 4
## Yosys cell counts (all sizes together), types with 9 or more instances
| master | number |
|---|---|
| ha | 96 |
| inv | 82 |
| nand2 | 57 |
| a21oi | 53 |
| nor2 | 32 |
| o21ai | 24 |
| o221ai | 22 |
| clkbuf | 20 |
| mux2i | 19 |
| xnor2 | 15 |
| mux2 | 14 |
| nor3 | 11 |
| o211ai | 9 |
| o21bai | 9 |
| o22ai | 9 |
## worst paths after layout
| check | startpoint | end | depth (start not counted) |
|---|---|---|---|
| setup / recovery | op_b[0] | result[20] | 12 |
| hold / removal | op_b[7] | result[7] | 5 |
## worst max-delay path: stages
cell and delay, ps:
clkdlybuf4s50_1 510, ha_1 190, inv_1 70, fa_1 390, and2b_1 250, o211ai_2 150, a211oi_4 320, a21oi_2 170
o41ai_2 440, xnor2_1 130, o221ai_2 130, clkdlybuf4s50_1 480
## layout by cell type, fill, tap and decap left out, drive strengths merged, types with 8 or more instances in the layout
| cell type | n |
|---|---|
| clkdlybuf4s50 | 98 |
| ha | 96 |
| inv | 82 |
| nand2 | 57 |
| a21oi | 53 |
| nor2 | 32 |
| o21ai | 24 |
| o221ai | 22 |
| mux2i | 19 |
| xnor2 | 15 |
| mux2 | 14 |
| nor3 | 11 |
| o21bai | 9 |
| o22ai | 9 |
| o211ai | 9 |
| nand3 | 8 |
| nor4 | 8 |
## power breakdown
group	switching, uW	internal (uW)	total [uW]
Sequential	0	0	0
Clock	0	0	0
Combinational	88.8	79.5	168
Total	88.8	79.5	168
## through the flow
step	power, uW	utilization (%)
floorplan	101	-
global placement	167	39.3
detailed placement	167	39.3
CTS	169	39.3
global route	186	39.3
finish	168	39.3
## area by class of cell
type / count / area share [%]
multi-input combinational: 467 / 70.1
timing repair buffer: 104 / 19.8
inverter: 82 / 5.94
tap: 176 / 4.25
## cells by family after synthesis
kind of cell    Yosys count  synth area share [%]
buf+inv                 110                  10.4
mux                      33                  8.59
simple gates            145                  16.7
fa+ha+maj                97                  30.2
xor+xnor                 22                  4.76
compound gates          170                  29.5
Power figures rest on the tool's default switching activity, not on a simulated workload.
