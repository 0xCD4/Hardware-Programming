==> /design/flow/design.v <==
module alu(
    input wire [7:0] a,           
    input wire [7:0] b,           
    input wire [2:0] opcode,      
    output reg [7:0] result,      
    output reg zero,              
    output reg carry,             
    output reg overflow           
);
    parameter ADD = 3'b000;       
    parameter SUB = 3'b001;       
    parameter AND = 3'b010;       
    parameter OR  = 3'b011;       
    parameter XOR = 3'b100;       
    parameter SHL = 3'b101;       
    parameter SHR = 3'b110;       
    parameter CMP = 3'b111;       
    reg [8:0] temp;
    always @(*) begin
        zero = 1'b0;
        carry = 1'b0;
        overflow = 1'b0;
        case(opcode)
            ADD: begin
                temp = {1'b0, a} + {1'b0, b};
                result = temp[7:0];
                carry = temp[8];
                overflow = (a[7] == b[7]) && (result[7] != a[7]);
            end
            SUB: begin
                temp = {1'b0, a} - {1'b0, b};
                result = temp[7:0];
                carry = temp[8];
                overflow = (a[7] != b[7]) && (result[7] == b[7]);
            end
            AND: begin
                result = a & b;
            end
            OR: begin
                result = a | b;
            end
            XOR: begin
                result = a ^ b;
            end
            SHL: begin
                {carry, result} = {a, 1'b0};
            end
            SHR: begin
                result = a >> 1;
                carry = a[0];
            end
            CMP: begin
                temp = {1'b0, a} - {1'b0, b};
                result = temp[7:0];
                carry = temp[8];
                overflow = (a[7] != b[7]) && (result[7] == b[7]);
            end
            default: result = 8'b0;
        endcase
        zero = (result == 8'b0);
    end
endmodule
==> /design/flow/run.sh <==
#!/bin/bash
# OpenROAD 26Q1-2900-gdf79404cd8, Yosys 0.63+post, stock flow scripts
make -C /OpenROAD-flow-scripts/flow DESIGN_CONFIG=/design/flow/config.mk WORK_HOME=/design/flow/orfs finish
==> /design/flow/config.mk <==
export PLATFORM = sky130hd
export DESIGN_NAME = alu
export DESIGN_NICKNAME = alu
export VERILOG_FILES = /design/flow/design.v
export SDC_FILE = /design/flow/constraint.sdc
export NUM_CORES = 4
export LEC_CHECK = 1
export CORE_AREA = 10 10 99 99
export DIE_AREA = 0 0 109 109
==> /design/flow/constraint.sdc <==
current_design alu

set clk_period 8.1
set clk_io_pct 0.2

create_clock -name clk0 -period $clk_period

set non_clock_inputs [all_inputs -no_clocks]
set_input_delay [expr $clk_period * $clk_io_pct] -clock clk0 $non_clock_inputs
set_output_delay [expr $clk_period * $clk_io_pct] -clock clk0 [all_outputs]
==> CHANGELOG.md <==
## Flow update

* CP delay by family, top: buffers and inverters
* Peak VDD IR at 0.0159 mV
* Gr usage total at 0.0749
* Fill cells at around 850
* DR WL/cell at between 10 and 15 um
* Initial DRT Pass Iterations at 4
* Class of the worst hold path: input port to output port
* Synth area leader: ha_1
* Die y size at 109 um
* Synth Instances at 191
* Post-CTS Setup Bufs at 0
* Post-route ant nets at 0
* Mapped cell area at 1410 sq um
* Crit path buffers/inverters at 3
* Slew Limit Headroom at 0.505
* CP Cell Sequence: clkdlybuf4s50_1, inv_2, ha_1, a2111o_1, and3_1, a221o_1, a21o_1, or4_4, a311oi_2, clkdlybuf4s50_1
* Pwr dens at between 60 and 70 nW/um^2
* # DRC at 0
* Layout cells sized above 1 at 0.0569
* Required time worst endpoint at roughly 6500 ps
* Critical path class: input port to output port
* Die W at approximately 110 um
* Placed Cells at between 300 and 400
* Avg Cell Area, Syn at 7.37 sq um
* Area grow syn2layout at 27.2%
* Clock Power Share at 0
* Post-CTS Resized at 0
* HPWL Detailed at 3750 um
* Final setup viols at 0
* Synth Warn # at 1
* Registers at 0
* Commonest Layout Cell: clkdlybuf4s50_1
* Routed WL at about 4600 um
* Clock buffers at 0
* Crit end category: output port
* Flop area at 0 sq um
* Final hold violation count at 0
* CP peak stage delay at slightly below 900 ps
* Cycle use final at 0.866
* Ys cells at roughly 190
* N_diodes at 0
* Worst slew pin tran at roughly 740 ps
* Area leader share at 0.231
* Final std cells w/o fill at 313
* MaxCap Viol Count at 0
* Slowest CP cell: clkdlybuf4s50_1
* GPL Wtd Cong at 0.908
* Post-synthesis sequential area ratio at 0
* # IOs at 30
* TNS Setup at 0 ps
* Crit Path Max Fanout at 16
* Sw frac at 0.517
* First-iteration detailed-routing DRC count at approximately 180
* Minimum clock period at ~7000 ps
* Most instantiated logic cells after routing: clkdlybuf4s50_1, ha_1, inv_1, o21ai_0, a21oi_1
* Vias in the first global route at 1515
* Vias per cell at a little under 5
* Hold path startpoint: b[7]
* Outcome: finished, final reports clean
* Port bufs at 30
* Final Max-Slew Violation Tally at 0
* CP Launch Point: opcode[1]
* Largest net degree at the start of global routing at 21
* Core area at ~7700 sq um
* Worst path most repeated cell: clkdlybuf4s50_1
* Post-synth area hogs: ha_1, inv_1, o21ai_0
* Tool Warnings at between 40 and 50
* Comb pwr share at 1.000
* Yosys Chip Area at about 1400 sq um
* P_sw at 0.0000638 W
* CP Data Arrival Time at 5400 ps
* # rows at 32
* Fmax at about 140 MHz
* LEAKAGE at roughly 0.78 nW
* Initial antenna violation count at 0
* RSZ-0062 raised after global routing: no
* Reg power frac at 0
* Int Power at between 0.00005 and 0.00006 W
* Netlist cell types at ~56
* First-pass GRT wire length at 7270 um
* Vias at 1529
* Hold-fix buffers, CTS at 0
* Die Area at between 10000 and 15000 sq um
* Initial Util at 0.182
* CP Launch Type: input port
* Grt ovf at 0
==> per-layer routing <==
layer  vias to the layer above  track usage  share of wire
li1                        763            -              -
met1                       699       0.0982           0.43
met2                        59        0.126           0.48
met3                         8      0.00956          0.069
met4                         0       0.0198          0.023
met5                         -            0              0
==> cell families after synthesis <==
group                      after synthesis  synth area share
buffers and inverters                   39             0.112
muxes                                    7            0.0516
AOI/OAI and AO/OA                       77             0.399
xor gates and xnor gates                 4            0.0249
and+or+nand+nor                         36             0.153
adders and majority gates               28             0.260
==> cells in the mapped netlist (5+ instances only) <==
master and instances:
o21ai_0 13, clkbuf_1 7, a21o_1 7, nand2_1 5, o221ai_1 5, mux2i_1 5, nor2_1 7, o22ai_1 8
a21oi_1 12, inv_1 25, ha_1 26
==> final cells by class <==
class / instances / area (sq um) / share of cell area
inverter: 28 / 105 / 0.0587
multi-input combinational: 152 / 1250 / 0.698
timing repair buffer: 31 / 308 / 0.172
tap: 102 / 128 / 0.0713
==> metrics by stage <==
stage | setup WS [ps] | power [W] | hold WS [ps] | instance area [sq um] | util
final | 1080 | 0.000123 | 4430 | 1790 | 0.232
after global routing | 912 | 0.000136 | 4480 | 1790 | 0.232
after CTS | 1090 | 0.000124 | 4450 | 1790 | 0.232
after detailed placement | 1100 | 0.000123 | 4450 | 1790 | 0.232
after global placement | 1160 | 0.000125 | 4430 | 1790 | 0.232
after floorplan | 2520 | 0.0000728 | 3390 | 1410 | -
==> tightest hold or removal path: stages <==
cell	delay, ps
clkdlybuf4s50_1	520
xnor2_1	90
nand3_1	70
o21ai_0	90
clkdlybuf4s50_1	420
==> power groups by stage <==
| stage | logic (W) | registers [W] | clock network [W] |
|---|---|---|---|
| global route | 0.000136 | 0 | 0 |
| CTS | 0.000124 | 0 | 0 |
| finish | 0.000123 | 0 | 0 |
==> path summary, 6_finish.rpt <==
check | slack, ps | cells after the start | to
min | 4430 | 5 | overflow
max | 1080 | 10 | zero
Power figures rest on the tool's default switching activity, not on a simulated workload.
