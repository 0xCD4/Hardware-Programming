### ./run.sh
#!/bin/bash
# OpenROAD 26Q1-2900-gdf79404cd8, Yosys 0.63+post, stock flow scripts
make -C /OpenROAD-flow-scripts/flow DESIGN_CONFIG=/design/flow/config.mk WORK_HOME=/design/flow/orfs finish
### ./config.mk
export PLATFORM = sky130hd
export DESIGN_NAME = ripple_carry_adder
export DESIGN_NICKNAME = ripple_carry_adder
export VERILOG_FILES = /design/flow/design.v
export SDC_FILE = /design/flow/constraint.sdc
export NUM_CORES = 4
export LEC_CHECK = 1
export CORE_AREA = 10 10 70 70
export DIE_AREA = 0 0 80 80
### ./constraint.sdc
current_design ripple_carry_adder

set clk_period 3.0
set clk_io_pct 0.2

create_clock -name clk0 -period $clk_period

set non_clock_inputs [all_inputs -no_clocks]
set_input_delay [expr $clk_period * $clk_io_pct] -clock clk0 $non_clock_inputs
set_output_delay [expr $clk_period * $clk_io_pct] -clock clk0 [all_outputs]
### ./design.v
module full_adder(
    input wire a,      
    input wire b,      
    input wire cin,    
    output wire sum,   
    output wire cout   
);
assign sum = a ^ b ^ cin;              
assign cout = (a & b) | (cin & (a ^ b));  
endmodule
module ripple_carry_adder(
    input wire [3:0] a,     
    input wire [3:0] b,     
    input wire cin,         
    output wire [3:0] sum,  
    output wire cout        
);
wire c1, c2, c3;
full_adder fa0(
    .a(a[0]), 
    .b(b[0]), 
    .cin(cin), 
    .sum(sum[0]), 
    .cout(c1)
);
full_adder fa1(
    .a(a[1]), 
    .b(b[1]), 
    .cin(c1), 
    .sum(sum[1]), 
    .cout(c2)
);
full_adder fa2(
    .a(a[2]), 
    .b(b[2]), 
    .cin(c2), 
    .sum(sum[2]), 
    .cout(c3)
);
full_adder fa3(
    .a(a[3]), 
    .b(b[3]), 
    .cin(c3), 
    .sum(sum[3]), 
    .cout(cout)
);
endmodule
==> results.sh <==
# physical design summary
export IMPL_path_max_fanout=1
export IMPL_place_hpwl_um=399
export IMPL_finalSetupViolCount=0
export IMPL_fillers=409
export IMPL_die_area_mm2=0.00640
export IMPL_synthAoiAreaFrac=0
export IMPL_top_cell_area_share=0.542
export IMPL_seqCellArea_um2=0
export IMPL_ys_top_logic_family="adder cells"
export IMPL_slew_viol_final=0
export IMPL_synthMostInstantiatedCell="inv_1"
export IMPL_grt_setup_unrepaired="no"
export IMPL_synth_seq_share=0
export IMPL_cts_hold_buffers=0
export IMPL_dr_pass1_iters=1
export IMPL_antenna_cells=0
export IMPL_ir_worst_vdd_mv=0.0295
export IMPL_cp_required_ps=2400
export IMPL_vias_per_cell=1.54
export IMPL_wirelength_um=399
export IMPL_end_kind="primary output"
export IMPL_postLayoutCellArea_um2=302
export IMPL_ios=14
export IMPL_yosys_top_cells_area="fa_1 (54%), inv_1 (25%), buf_4 (20%)"
export IMPL_route_antenna_remaining_nets=0
export IMPL_maxSlewHeadroom=0.932
export IMPL_grt_overflow_total=0
export IMPL_critPathArrivalTime_ps=2250
export IMPL_fmax_ghz=0.350
export IMPL_crit_path_cell_trace="buf_2 > inv_2 > fa_2 > inv_2 > fa_2 > fa_2 > inv_2 > fa_1 > inv_1 > buf_2"
export IMPL_fin_crit_ps=2850
export IMPL_port_buffers=14
export IMPL_cp_startpoint="a[0]"
export IMPL_drive_above_1_share=0.393
export IMPL_grt_pass1_vias=132
export IMPL_yosys_cells=18
export IMPL_tightestPinTransition_ps=101
export IMPL_critical_path_class="input port to primary output"
export IMPL_synthTopCellsByCount="inv_1 (10), buf_4 (4), fa_1 (4)"
export IMPL_clkbuf_count=0
export IMPL_min_path_type="input port to primary output"
export IMPL_grt_pass1_wl_um=641
export IMPL_adder_share=0.542
export IMPL_grt_max_degree=2
export IMPL_power_leakage_nw=0.144
export IMPL_vias=114
export IMPL_die_h_um=80
export IMPL_status="completed"
export IMPL_start_kind="input port"
export IMPL_initCoreUtil=0.0432
export IMPL_placed_area_um2=315
export IMPL_cp_slowest_cell="fa_1"
export IMPL_drcViolationCount=0
export IMPL_synth_chip_area_um2=148
export IMPL_drtIter0Drc=0
export IMPL_critPathCapture="sum[3]"
export IMPL_yosys_area_top_type="fa_1"
export IMPL_die_w_um=80
export IMPL_hold_viol=0
export IMPL_yosys_area_share_simple=0
export IMPL_cap_violations=0
export IMPL_avgSynthCellArea_um2=8.20
export IMPL_rows=21
export IMPL_wl_per_cell_um=5.39
export IMPL_ys_sh_xor=0
export IMPL_areaGrowthSynthToFinish_pct=104
export IMPL_place_gp_congestion=0.818
export IMPL_syn_area_um2=148
export IMPL_yosys_warnings=0
export IMPL_cpPeakStageDelay_ps=390
export IMPL_synth_cell_type_count=3
export IMPL_grtUsageTotal=0.0125
export IMPL_netlist_instances=18
export IMPL_finalCritPeriodShare=0.951
export IMPL_power_density_mw_per_mm2=137
export IMPL_mux_area_frac=0
export IMPL_antenna_found_initial=0
export IMPL_warnings=32
export IMPL_seq_cell_count=0
export IMPL_core_region_area_mm2=0.00342
export IMPL_fin_tns_setup_ps=0
export IMPL_post_cts_setup_buffer_count=0
-- worst min path at each step --
| stage | from | to | slack (ps) | cells past startpoint |
|---|---|---|---|---|
| after CTS | b[3] | sum[3] | 1950 | 5 |
| after global routing | b[1] | sum[1] | 2030 | 3 |
| final | b[3] | sum[3] | 1950 | 5 |
-- kinds of logic (layout without fill, tap and decap cells) --
logic type               count (synthesis)  count (layout)
buffers and inverters                   14              24
adder cells (fa/ha/maj)                  4               4
-- routing by layer --
metal / routed length [µm] / global-route usage
met3: 175 / 0.0205
met2: 67 / 0.0112
met5: 0 / 0
met4: 0 / 0
met1: 156 / 0.0147
-- final cells by class --
type               count  area (µm²)  area share
well taps             46        57.6       0.191
repair buffers        14         119       0.394
multi-input cells      4        87.6       0.290
inverters             10        37.5       0.124
-- timing repair --
item                       4_1_cts  5_1_grt
gates resized                   22        1
setup endpoints to repair        4        1
pin swaps                        4        3
hold endpoints to repair         0        0
-- critical path: cells and delay by family --
family | cells | cell delay [ps]
adder cells (fa/ha/maj) | 4 | 1260
buffers and inverters | 6 | 380
-- power breakdown --
part / total [mW] / internal, mW / switching [mW]
sequential: 0 / 0 / 0
combinational: 0.0413 / 0.0273 / 0.0140
clock: 0 / 0 / 0
-- metrics by stage --
stage	worst slack [ps]	hold WS [ps]	utilization	std cells	power, mW
3_5_place_dp	-678	2270	0.0923	74	0.0490
2_1_floorplan	223	1420	-	18	0.0229
5_1_grt	6.70	2030	0.0883	74	0.0506
4_1_cts	20.9	1950	0.0875	74	0.0435
6_report	147	1950	0.0883	74	0.0413
3_3_place_gp	-661	2240	0.0923	74	0.0482
-- cells in the final DEF, fill, tap and decap left out --
master | synthesis | routed
buf_2 | 0 | 4
clkdlybuf4s50_1 | 0 | 6
dlygate4sd2_1 | 0 | 3
dlymetal6s2s_1 | 0 | 1
fa_1 | 4 | 1
fa_2 | 0 | 3
inv_1 | 10 | 6
inv_2 | 0 | 4
Power and IR drop assume default switching activity.
